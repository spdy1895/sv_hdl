## ./config.mk

```make
export PLATFORM = sky130hd
export DESIGN_NAME = barrel_shifter
export DESIGN_NICKNAME = barrel_shifter
export VERILOG_FILES = /design/flow/design.v
export SDC_FILE = /design/flow/constraint.sdc
export NUM_CORES = 4
export LEC_CHECK = 1
export CORE_AREA = 10 10 70 70
export DIE_AREA = 0 0 80 80
export SYNTH_HDL_FRONTEND = slang
```

## ./constraint.sdc

```tcl
current_design barrel_shifter

set clk_period 1.7
set clk_io_pct 0.2

create_clock -name clk0 -period $clk_period

set non_clock_inputs [all_inputs -no_clocks]
set_input_delay [expr $clk_period * $clk_io_pct] -clock clk0 $non_clock_inputs
set_output_delay [expr $clk_period * $clk_io_pct] -clock clk0 [all_outputs]
```

## ./design.v

```verilog
`timescale 1ns / 1ps
module barrel_shifter(
    output logic [3:0] out,
    input wire [3:0] in,
    input wire [1:0] sel,
    input wire sft_lft
    );
    logic [3:0] w1, w2, w3;
    mux2to1 obj2_0(w1, {in[2], in[3], in[0], in[1]}, {in[2:0], in[3]}, sft_lft);
    mux2to1 obj2_1(w2, {in[1], in[2], in[3], in[0]},  {in[1:0], in[3:2]},sft_lft);
    mux2to1 obj2_2(w3, {in[0], in[1], in[2], in[3]}, {in[0], in[3:1]}, sft_lft);
    mux4to1 obj4_3(out[3], in, sel);
    mux4to1 obj4_4(out[2], w1, sel);
    mux4to1 obj4_5(out[1], w2, sel);
    mux4to1 obj4_6(out[0], w3, sel);
endmodule
`timescale 1ns / 1ps
module mux2to1(
    output logic [3:0] out,
    input wire [3:0] in0,
    input wire [3:0] in1,
    input wire in
    );
    assign out= (in==1) ? in1 : in0;
endmodule
`timescale 1ns / 1ps
module mux4to1(
    output logic out,
    input wire [3:0] in,
    input wire [1:0] sel
    );
    always_comb begin : mux4to1
        case (sel)
            2'b00: out= in[3];
            2'b01: out= in[2];
            2'b10: out= in[1];
            2'b11: out= in[0];
        endcase
    end
endmodule
```

## ./run.sh

```bash
#!/bin/bash
# OpenROAD 26Q1-2900-gdf79404cd8, Yosys 0.63+post, stock flow scripts
make -C /OpenROAD-flow-scripts/flow DESIGN_CONFIG=/design/flow/config.mk WORK_HOME=/design/flow/orfs finish
```

==> Slide: Implementation Results <==
Key Metrics from the Run

Run status
  – Status: finished, final reports clean

Floorplanning
  – Die X: 80 um
  – Core Area: 3420 sq um
  – IO Pins: 11
  – Starting Density: 5.20%
  – Vert. Die Dim: 80 um
  – # rows: 21
  – Full die area: 6400 sq um

Power
  – Peak supply drop: 20.4 uV
  – Total Power: 0.0665 mW
  – Static Leak: 0.117 nW
  – Cell Pwr Density: 223 nW/um^2

Route
  – WL per Instance: 8.54 um
  – DRT Wirelength: 632 um
  – Number of diodes: 0
  – Vias: 171
  – Iteration-0 DRC Markers: 2
  – Drc violations: 0
  – Vias per std cell: 2.31
  – Post-route antenna net violation count: 0
  – TritonRoute pass-1 iters: 2

Yosys
  – Mean Syn Cell Area: 9.35 sq um
  – Yosys warning tally: 0
  – Yosys stat cell total: 19
  – Syn Inst Count: 19
  – Yosys cell types: 8
  – Post-Syn Area: 178 sq um
  – Area leader share: 16.9%
  – Area leader, netlist: mux2i_1
  – Top cells, area: mux2i_1 17%, buf_4 17%, mux4_1 15%
  – Chip Area, Yosys: 178 sq um
  – Sequential area share after synthesis: 0%

Layout
  – Cell Count, Final, Fillers Out: 74
  – Register Area: 0 sq um
  – Clock buffer count: 0
  – Final Util: 8.72%
  – Flip-flops: 0
  – MI comb area: 133 sq um
  – FILL cells: 411
  – Layout area overhead: 67.6%
  – Share of layout cells above drive strength 1: 42.9%
  – Post-route design area: 298 sq um
  – Top cell excl fill/tap: dlygate4sd2_1

STA
  – RSZ-0062 raised after global routing: yes
  – Least-Margin Pin Slew: 0.258 ns
  – Max Clock Freq: 0.600 GHz
  – Worst Slack Setup Final: 0.0331 ns
  – Setup violators final: 0
  – Final setup TNS: 0 ns
  – Minimum clock period: 1.67 ns
  – Slew margin rel.: 82.8%
  – Slew Viols, Final: 0
  – Hold WS: 1.15 ns
  – Final Hold Fails: 0
  – Fin crit share: 98.1%

Global routing
  – Largest net degree at the start of global routing: 8
  – Tot GR Track Use: 1.92%
  – First-pass GRT wire length: 959 um
  – Vias in the first global route: 194
  – Gr ovfl total: 0
  – Initial antenna violation count: 0

Placement
  – IO Port Bufs: 11
  – Routability cong.: 0.605
  – Dpl ws: -0.677 ns
  – Placed insts: 72
  – Placed inst area: 312 sq um

Worst hold path
  – Worst hold path type: in -> out

Flow run
  – Max_cap viols: 0
  – Stage-log warning count: 33

Worst setup path
  – CP Max Fanout: 4
  – Worst Setup Start Kind: primary input
  – Critical path endpoint category: output port
  – WS Path Type: in -> out
  – CP Data Arrival Time: 1.33 ns
  – WP data required: 1.36 ns
-- final cells by class --
class              instances  area share [%]
multi-input cells         14            44.5
well taps                 46            19.3
repair buffers            14            36.1
-- logic make-up (layout without fill, tap and decap cells) --
kind of cell | after synthesis | after routing | synth area share (%)
XOR/XNOR | 1 | 1 | 9.16
AND-OR/OR-AND | 6 | 6 | 21.1
multiplexers | 4 | 4 | 31.7
AND/OR/NAND/NOR | 3 | 3 | 14.8
buffers and inverters | 5 | 14 | 23.2
-- synthesized netlist by cell type (all sizes together) --
library cell	number
a21oi	3
buf	5
a211oi	3
and2b	3
mux4	1
mux2i	3
xor2	1
-- worst paths after layout --
| kind | from | to | slack, ns | cells after the start |
|---|---|---|---|---|
| max | in[1] | out[3] | 0.03 | 3 |
| min | sel[1] | out[1] | 1.15 | 4 |
-- where the power goes --
group | internal [mW] | switching [mW] | total, mW
clock | 0 | 0 | 0
sequential | 0 | 0 | 0
combinational | 0.0403 | 0.0261 | 0.0665
-- timing repair --
item                                    in CTS  in global routing
setup buffers                                2                  0
pin swaps                                    3                  0
gates resized                               20                  4
endpoints found under the setup margin       4                  2
hold buffers                                 0                  0
-- metal layers --
metal	global-route usage, %	up-vias	wire (um)
met3	0.682	0	57
met1	2.32	80	249
met2	3.37	7	325
met4	0	0	0
li1	-	84	-
met5	0	-	0
-- worst max-delay path: stages --
cell and delay, ns:
dlygate4sd2_1 0.27, mux4_2 0.46, dlygate4sd2_1 0.26
Power figures rest on the tool's default switching activity, not on a simulated workload.
