--- /design/flow/config.mk ---
export PLATFORM = sky130hd
export DESIGN_NAME = register
export DESIGN_NICKNAME = register
export VERILOG_FILES = /design/flow/design.v
export SDC_FILE = /design/flow/constraint.sdc
export NUM_CORES = 4
export LEC_CHECK = 1
export CORE_AREA = 10 10 70 70
export DIE_AREA = 0 0 80 80
export SYNTH_HDL_FRONTEND = slang
--- /design/flow/constraint.sdc ---
current_design register

set clk_period 1.1
set clk_io_pct 0.2

create_clock -name clk0 -period $clk_period [get_ports {clock}]

set non_clock_inputs [all_inputs -no_clocks]
set_input_delay [expr $clk_period * $clk_io_pct] -clock clk0 $non_clock_inputs
set_output_delay [expr $clk_period * $clk_io_pct] -clock clk0 [all_outputs]
--- /design/flow/design.v ---
`timescale 1ns / 1ps
module register(
    output logic [7:0] out,
    input logic [7:0] data,
    input logic enable,
    input logic rst,
    input logic clock
    );
    timeunit 1ns;
    timeprecision 1ps;
    always_ff @( posedge clock ) begin : a_simple_register
        if (!rst)
            out<= '0;
        else if(rst==1 && enable== 1)
            out<= data;
        else
            out<= out;
    end : a_simple_register
endmodule
--- /design/flow/run.sh ---
#!/bin/bash
# OpenROAD 26Q1-2900-gdf79404cd8, Yosys 0.63+post, stock flow scripts
make -C /OpenROAD-flow-scripts/flow DESIGN_CONFIG=/design/flow/config.mk WORK_HOME=/design/flow/orfs finish
==> summary.txt <==
Final Hold Viols -> 0
Worst VDD drop -> 0.207 mV
RSZ-0062 raised after global routing -> false
largest net degree at the start of global routing -> 9
crit-path cells -> dlygate4sd2_1
Worst path slowest cell -> dfxtp_2
clock sinks -> 8
Avg Cell Area, Syn -> 12.1 um2
CP required -> 0.88 ns
ys flops -> 8
Top reg by flops -> out
YS chip area -> 302 um2
residual DRC count -> 0
PD cells -> 1120 nW/um2
Buf/Inv on CP -> 1
Worst-Margin Slew -> 0.244 ns
post-place setup slack -> -0.127 ns
initial antenna violation count -> 0
Late-Pin Clk Latency -> 0.24 ns
Startpoint Class -> flip-flop
vias in the first global route -> 265
CP delay by family, top -> flip-flops
DIE WIDTH -> 80 um
Root Buffer -> clkbuf_4
Ys Warns -> 0
WL/cell -> 9.49 um
Synth cell types -> 4
P&R area growth vs syn -> 90.0%
Clock Tree Buf Depth -> 2
Lkg Pwr -> 0.256 nW
most frequent cells in the layout -> clkdlybuf4s50_1 (10), mux2i_1 (8), nor2b_1 (8), dfxtp_2 (8), dlygate4sd2_1 (8)
Crit Path Max Fanout -> 2
Top cell excl fill/tap -> clkdlybuf4s50_1
Routed WL -> 892 um
fp_density -> 0.0883
Die Y -> 80 um
number of detailed-route iterations in the first pass -> 2
yosys cell count -> 25
Worst Skew -> 0 ns
maxcap violations -> 0
Synth Instances -> 25
hold crit path type -> flip-flop to flip-flop
via/cell ratio -> 2.78
Final min period -> 1.02 ns
Total Power -> 0.639 mW
crit-path max cell delay -> 0.32 ns
crit path DAT -> 0.80 ns
status -> complete, no violations
CTS tree -> built
Final setup viols -> 0
Detail Route Antenna Nets -> 0
RePlAce Congestion -> 0.666
H-tree Lvls -> 1
Util after Layout -> 0.168
first-pass GRT wire length -> 1.27 mm
number of DRC markers in iteration 0 -> 7
number of fill cells -> 401
Inserted Diodes -> 0
fin. max-slew vios -> 0
area post-placement -> 543 um2
Reg clk slew, reported paths -> 0.06 ns
Overflow after GRT -> 0
total number of vias -> 261
crit share post-route -> 0.926
OpenROAD warning count -> 25
share of layout cells above drive strength 1 -> 0.292
f_max -> 982 MHz
I/O pin count -> 19
fin area -> 573 um2
crit path kind -> flip-flop to primary output
GRT Total Usage -> 0.0252
Port Buffer Count -> 18
Regs by FF count -> out x8
CP Capture Type -> primary output
total CTS buffers -> 3
synthesized area -> 302 um2
fin worst setup slack -> 0.0815 ns
slew margin rel. -> 0.837
row cnt -> 21
die area -> 6400 um2
Largest register FFs -> 8
area of the core -> 3420 um2
Seq/Total Area, Yosys -> 0.531
-- worst reg2reg max path, cell delays in order (launching register included) --
cell	delay (ns)
dfxtp_2	0.31
buf_4	0.12
mux2i_1	0.12
nor2b_1	0.06
-- final timing paths --
kind / start / to / slack (ns) / cells after the start
max: out[1] / out[1] / 0.08 / 1
min: out[7] / out[7] / 0.50 / 2
max reg2reg: out[2] / out[2] / 0.39 / 3
min reg2reg: out[7] / out[7] / 0.50 / 2
-- cell usage after synthesis --
| master | number | area, um2 |
|---|---|---|
| buf_6 | 1 | 11.3 |
| dfxtp_1 | 8 | 160 |
| mux2i_1 | 8 | 80.1 |
| nor2b_1 | 8 | 50.1 |
-- power breakdown --
group          total [mW]  switching, mW  internal [mW]
registers           0.319        0.00806          0.311
logic               0.102         0.0275         0.0744
clock network       0.219         0.0941          0.124
total               0.639          0.130          0.510
-- what timing repair did --
action | in CTS | in global routing
setup endpoints to repair | 8 | 0
gates resized | 16 | 0
setup buffers | 1 | 0
hold buffers | 0 | 0
-- kinds of logic (layout without fill, tap and decap cells) --
kind of cell / Yosys count / count (layout) / share of synthesized area
mux: 8 / 8 / 0.266
flops: 8 / 8 / 0.531
buf+inv: 1 / 24 / 0.0373
simple gates: 8 / 8 / 0.166
-- cell type report --
cell class / count / area [um2] / area share
repair buffers: 21 / 193 / 0.336
flip-flops and latches: 8 / 170 / 0.297
multi-input cells: 16 / 130 / 0.227
well taps: 46 / 57.6 / 0.100
clock buffers: 3 / 22.5 / 0.0393
-- through the flow --
stage | instances | TNS [ns] | hold slack, ns
final | 94 | 0 | 0.499
after detailed placement | 90 | -0.912 | 0.511
after global placement | 90 | -0.791 | 0.495
after floorplan | 25 | 0 | 0.348
after CTS | 94 | 0 | 0.508
after global routing | 94 | 0 | 0.522
-- per-layer routing --
layer	global-route usage	vias to the layer above	part of all wire
met5	0	-	0
met4	0.0158	0	0.045
met3	0.00909	2	0.098
met2	0.0417	9	0.49
met1	0.0266	119	0.37
li1	-	131	-
Power and IR drop assume default switching activity.
