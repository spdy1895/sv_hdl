$ cat run.sh
#!/bin/bash
# OpenROAD 26Q1-2900-gdf79404cd8, Yosys 0.63+post, stock flow scripts
make -C /OpenROAD-flow-scripts/flow DESIGN_CONFIG=/design/flow/config.mk WORK_HOME=/design/flow/orfs finish
$ cat config.mk
export PLATFORM = sky130hd
export DESIGN_NAME = counter
export DESIGN_NICKNAME = counter
export VERILOG_FILES = /design/flow/design.v
export SDC_FILE = /design/flow/constraint.sdc
export NUM_CORES = 4
export LEC_CHECK = 1
export CORE_AREA = 10 10 70 70
export DIE_AREA = 0 0 80 80
export SYNTH_HDL_FRONTEND = slang
$ cat constraint.sdc
current_design counter

set clk_period 1.3
set clk_io_pct 0.2

create_clock -name clk0 -period $clk_period [get_ports {clk}]

set non_clock_inputs [all_inputs -no_clocks]
set_input_delay [expr $clk_period * $clk_io_pct] -clock clk0 $non_clock_inputs
set_output_delay [expr $clk_period * $clk_io_pct] -clock clk0 [all_outputs]
$ cat design.v
`timescale 1ns / 1ps
module counter(
    output logic [4:0] count,
    input logic [4:0] data,
    input logic load,
    input logic enable,
    input logic rst,
    input logic clk
    );
    always_ff @( posedge clk ) begin : upcounter
        if(!rst) count<= 5'd0;
        else if ( (load== 1'b1) && (enable== 1'b1) ) count<= data;
        else if (enable== 1'b1) count<= count + 1'b1;
        else count<= count;
    end
endmodule
==> notes.md <==
The run finished with clean final reports. The post-CTS hold buffer count recorded in the log is 0. After detailed routing, the average wire length per cell comes to 10.4 um. For this block, the routed nets add up to 1.06 mm of wire. Start point of the worst hold path: count[1].

The run gives 0% for the fraction of registers with async set or reset after synthesis. The cell area that synthesis handed to floorplanning was 305 um^2. In this run the power density over the cells is 813 nW/um^2. The run gives 2 for the instance count along the most critical hold path. The required time at the worst endpoint is listed as 1.47 ns. The synthesis warning total came out at 0.

According to the timing report, the arrival time at the worst endpoint equals 1.36 ns. Final hold analysis gives a worst-case slack of 0.540 ns. The critical path in this run is classified as reg -> reg.

The run gives 0.108 ns as the final worst-path setup slack. The script extracted a total leakage power of 0.000246 uW. The final critical path takes up 91.7% of the cycle.

The tools report the final count of hold timing violations as 0. The tools report the cell at the root of the clock tree as sky130_fd_sc_hd__clkbuf_4. The final report lists the setup-violating endpoint count as 0. The first global-routing pass estimated 1.68 mm of wire. Counting instances in the post-synthesis netlist gives the leading cell types as sky130_fd_sc_hd__dfxtp_1 (5), sky130_fd_sc_hd__a31oi_1 (4), sky130_fd_sc_hd__nand3_1 (4), sky130_fd_sc_hd__o21ai_0 (3). The worst path in the final design needs a cycle of 1.19 ns, including I/O delays and setup. The worst register-to-register path depth is 4. With the fraction of layout cells with a size suffix above 1 at 32.1%, the length of the first detailed-routing pass in iterations is 4. TritonCTS built the clock tree.

STA reports the tightest min-delay check as being of type reg -> reg. The number of synthesized register bits was 5. The largest registers in the layout are count: 5 flops. The most area-hungry cell type in the Yosys netlist is sky130_fd_sc_hd__dfxtp_1. The endpoint of the worst-slack reg-to-reg timing path was count[4]. The run gives 6400 um^2 for the chip area.

The tools report the final count of pins violating max slew as 0. Per the skew report, the later register of the worst-skew pair sees a clock latency of 0.25 ns. For this block, the via count after detailed routing is 351. The antenna violation net count after detailed routing was 0; the deepest level of the CTS H-tree was 1. For the weighted congestion at the end of routability-driven global placement, the log shows 0.830.

The critical path capture point type was a register. Entering global routing, the biggest net connects 10 pins. The synthesized netlist contains 18 unique library cells.

The worst-margin pin slew was 0.176 ns; the cell count in the Yosys report was 35. The clock arrives with 0.00166 ns of skew. The main area contributors are sky130_fd_sc_hd__dfxtp_1 (33%), sky130_fd_sc_hd__a31oi_1 (8.2%), sky130_fd_sc_hd__buf_6 (7.4%).

The worst-case reg-to-reg setup slack stands at 0.11 ns. The number of input and output port buffers inserted came out at 13. The chip area line in the Yosys stat output reads 305 um^2. Per the timing report, the achievable frequency comes out to 839 MHz. Counting flops with a built-in enable in the synthesized netlist gives 0. The run gives 80 um for the die outline width.

The initial core utilization was 8.94%. The post-synthesis area per instance works out to 8.72 um^2. No sink is reached through more buffers than the 2 on the longest clock path. With the via count of the first global-routing pass at 343, the flip-flop count of the largest register, all copies and words added is 5.

At the end of the flow the core is filled with cells to 16.7%. The routed design ends up with an antenna cell count of 0. The worst setup path is launched from a register. Per the TritonCTS log, the buffer count is 3. The sink count of the clock tree is 5, and the top cell type's share of synthesized area is 32.8%. Summed over all layers, the global routing overflow is 0. The floorplan step set the die height to 80 um. In the routed layout, each cell is associated on average with a via count of 3.44. The max-slew check reports its worst relative slack as 88.2%. The first routing iteration left 28 violations. Overall power consumption after layout is estimated at 463 uW.

Number of warnings in the stage logs: 25. The tools report the number of placed I/O pins as 14. In this run the core area contains 21 standard-cell rows.

Detailed placement finished with a half-perimeter wire length of 780 um. The worst-case IR drop observed on VDD is 250 uV. Looking at the critical path, the highest net fanout was 4.

Setup repair after global routing left no endpoint under its margin. Hold analysis lists the worst path endpoint as count[1]. According to the floorplan report, the placeable core area is 3420 um^2. The run gives 0 for the number of maximum-capacitance violations. Counting flops per register, the top entry is count. Most common flop cell mapped by yosys: sky130_fd_sc_hd__dfxtp_1. The tools report the post-place setup slack as -0.108 ns.

The most common cell in the netlist is sky130_fd_sc_hd__dfxtp_1. Overall routing resource usage recorded by global route was 3.52%. The synthesized instance count is 35, and the number of antenna violations at the first check in global routing is 0. The share of the Yosys chip area taken by registers is 32.8%.

The startpoint of the most critical register-to-register path is count[1]. In the routed design, unresolved DRC markers number 0. Per the run report, area growth between synthesis and finish was 86.5%. The run gives 0.05 ns for the clock-pin slew reported for the worst setup and hold paths after clock tree synthesis.
## area by class of cell
type / instances / area, um^2
tap: 46 / 57.6
clock buffer: 4 / 26.3
inverter: 1 / 3.75
sequential: 5 / 109
timing repair buffer: 19 / 176
fill: 391 / 2850
multi-input combinational: 27 / 196
## worst max path at each step
stage | from | to | slack, ns | depth (start not counted)
final | count[1] | count[4] | 0.11 | 4
after CTS | count[4] | count[4] | 0.008 | 1
after global routing | count[1] | count[4] | 0.02 | 4
## where the power goes
| part | leakage (uW) | switching, uW | total [uW] | internal (uW) |
|---|---|---|---|---|
| Sequential | 0.0000433 | 10.2 | 176 | 166 |
| Combinational | 0.000187 | 37.0 | 101 | 64.4 |
| Clock | 0.0000150 | 69.3 | 186 | 116 |
| Total | 0.000246 | 117 | 463 | 346 |
## per-stage QoR
stage | setup TNS, ns | std cells | cell area (um^2)
2_1_floorplan | 0 | 35 | 305
3_3_place_gp | -0.268 | 94 | 485
3_5_place_dp | -0.351 | 94 | 485
4_1_cts | 0 | 103 | 552
5_1_grt | 0 | 102 | 569
6_report | 0 | 102 | 569
## cell families (layout without fill, tap and decap cells)
| group | after synthesis | count (layout) | share of synthesized area (%) |
|---|---|---|---|
| simple gates | 15 | 15 | 30.7 |
| buf+inv | 3 | 24 | 8.60 |
| flops | 5 | 5 | 32.8 |
| mux | 1 | 1 | 3.28 |
| fa+ha+maj | 1 | 1 | 4.10 |
| compound gates | 10 | 10 | 20.5 |
## layer usage
metal	wire (um)	part of all wire [%]	vias up	global-route usage (%)
met5	0	0	-	0
met4	0	0	0	0.528
met1	507	48	159	4.40
met3	221	21	0	4.09
met2	336	32	19	3.77
li1	-	-	173	-
## critical path: stages (launching register included)
cell and delay, ns:
sky130_fd_sc_hd__dfxtp_2 0.37, sky130_fd_sc_hd__ha_4 0.15, sky130_fd_sc_hd__nand3_2 0.07, sky130_fd_sc_hd__or3_1 0.36
sky130_fd_sc_hd__a31oi_1 0.16
## cells in the final DEF, fill, tap and decap left out
| cell type | Yosys | routed |
|---|---|---|
| sky130_fd_sc_hd__nand2_1 | 1 | 1 |
| sky130_fd_sc_hd__and2b_2 | 1 | 1 |
| sky130_fd_sc_hd__o21a_1 | 1 | 1 |
| sky130_fd_sc_hd__ha_4 | 0 | 1 |
| sky130_fd_sc_hd__inv_1 | 1 | 1 |
| sky130_fd_sc_hd__mux2i_1 | 1 | 1 |
| sky130_fd_sc_hd__dfxtp_2 | 0 | 4 |
| sky130_fd_sc_hd__a31oi_1 | 4 | 4 |
| sky130_fd_sc_hd__dfxtp_4 | 0 | 1 |
| sky130_fd_sc_hd__a22oi_1 | 1 | 1 |
| sky130_fd_sc_hd__clkbuf_4 | 0 | 3 |
| sky130_fd_sc_hd__a211oi_1 | 1 | 1 |
| sky130_fd_sc_hd__buf_4 | 0 | 6 |
| sky130_fd_sc_hd__or3_1 | 2 | 2 |
| sky130_fd_sc_hd__nor2b_1 | 2 | 2 |
| sky130_fd_sc_hd__nand3_1 | 4 | 3 |
| sky130_fd_sc_hd__clkbuf_1 | 0 | 1 |
| sky130_fd_sc_hd__clkdlybuf4s50_1 | 0 | 8 |
| sky130_fd_sc_hd__nor2_1 | 2 | 2 |
| sky130_fd_sc_hd__nand3b_1 | 2 | 2 |
| sky130_fd_sc_hd__dlymetal6s2s_1 | 0 | 2 |
| sky130_fd_sc_hd__o21ai_0 | 3 | 3 |
| sky130_fd_sc_hd__nand2b_4 | 1 | 1 |
| sky130_fd_sc_hd__dlygate4sd2_1 | 0 | 3 |
| sky130_fd_sc_hd__nand3_2 | 0 | 1 |
## timing repair
item	in CTS	in global routing
setup buffers	5	1
hold endpoints to repair	0	0
setup endpoints to repair	5	3
pin swaps	0	2
gates resized	8	6
Power and IR drop assume default switching activity.
